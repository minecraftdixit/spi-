==> ./design.v <==
module spi(
input clk , rst ,newd , 
  input [11:0] data_in,
  output reg cs ,mosi , sclk
);
  typedef enum bit [1:0] {idle = 2'b00 , send = 2'b10} state_type;
  state_type state = idle;
  int countc= 0;
  int count= 0;
  always @(posedge clk)
    begin 
      if(rst)
        begin 
           countc<=0;
          sclk<=1'b0;
          end
      else
        begin
          if(countc<50)
            begin
              countc <=countc +1;
            end
          else 
            begin 
              countc <=0;
              sclk <= ~sclk;
            end
        end
    end
  reg [12:0] temp ;
  always @(posedge sclk)
  begin 
    if(rst)
      begin 
        cs<= 1'b1;
        mosi <= 1'b0;
      end
    else 
      begin 
        case(state)
          idle:
        begin 
          if(newd==1'b1)
            begin 
              state<=send;
              temp<=data_in;
            cs<=1'b0;
            end
         else
           begin
             state<=idle;
             temp<=8'b0;
           end
        end
          send:begin
            if(count<=11)
              begin
                mosi <= temp[count];
                count= count+1;
              end
                else begin
                  count<=0;
                  state<= idle;
                  cs<= 1'b1;
                  mosi<=1'b0;
              end
          end
          default: state<=idle;
        endcase
      end
  end
endmodule
          interface spi_f;   
           logic clk ;
            logic rst ;
            logic newd ;
            logic [11:0] data_in;
            logic cs ;
            logic mosi ;
            logic sclk;
          endinterface 
==> ./run.sh <==
#!/bin/bash
# OpenROAD 26Q1-2900-gdf79404cd8, Yosys 0.63+post, stock flow scripts
make -C /OpenROAD-flow-scripts/flow DESIGN_CONFIG=/design/flow/config.mk WORK_HOME=/design/flow/orfs finish
==> ./config.mk <==
export PLATFORM = sky130hd
export DESIGN_NAME = spi
export DESIGN_NICKNAME = spi
export VERILOG_FILES = /design/flow/design.v
export SDC_FILE = /design/flow/constraint.sdc
export NUM_CORES = 4
export LEC_CHECK = 1
export CORE_UTILIZATION = 30
==> ./constraint.sdc <==
current_design spi

set clk_period 5.0
set clk_io_pct 0.2

create_clock -name clk0 -period $clk_period [get_ports {clk}]

set non_clock_inputs [all_inputs -no_clocks]
set_input_delay [expr $clk_period * $clk_io_pct] -clock clk0 $non_clock_inputs
set_output_delay [expr $clk_period * $clk_io_pct] -clock clk0 [all_outputs]
==> flow_metrics.py <==
# Physical implementation metrics
metrics = {
    "timing": {
        "timing.fmax_ghz": 0.394,
        "finClkSkew_ns": 0.00424,
        "hold_viol": 0,
        "finalCritPeriodShare_pct": 50.7,
        "layout_min_cycle_time_ns": 2.54,
        "unclocked_regs": 47,
        "tightest_slew_ns": 0.740,
        "rsz0062_at_grt": "false",
        "drv_slew": 0,
        "setup_viol": 0,
        "fin_tns_setup_ns": 0,
        "unconstrained_endpoints": 94,
        "post-route-worst-setup-slack_ns": 2.46,
        "slew_headroom_pct": 50.7,
    },
    "synthesis": {
        "edf_count": 45,
        "synth_cell_types": 44,
        "numSynthFlops": 80,
        "syn-instance-count": 381,
        "ys_warn_count": 1,
        "async_flop_share_pct": 0,
        "yosysCellCount": 381,
        "ys_seq_share_pct": 52.2,
        "yosysChipArea_mm2": 0.00393,
        "flop_cell": "edfxtp_1",
        "synthTopCellsByArea": "edfxtp_1 34%, dfxtp_1 18%, nor2_1 6.0%, xor2_1 6.0%, xnor2_1 5.8%",
        "synth_area_mm2": 0.00393,
        "top_area_share_pct": 34.4,
        "largest_area_cell": "edfxtp_1",
        "syn_area_per_cell_um2": 10.3,
    },
    "drt": {
        "num_antenna_cells": 0,
        "dr.pass1.iters": 4,
        "drt_iter0_drc": 172,
        "wl_mm": 6.96,
        "ant_nets": 0,
        "routed-via-count": 2767,
        "drc": 0,
        "via_per_inst": 4.89,
        "routedWlPerCell_um": 12.3,
    },
    "outcome": {
        "outcome": "completed",
    },
    "cells_and_area": {
        "final_layout_size_suffix_gt1_share_pct": 7.36,
        "n_fill_cell": 1245,
        "area_delta_synth_final_pct": 12.7,
    },
    "floorplanning": {
        "floorplan.die.height_um": 116,
        "ios": 18,
        "initial_core_util_pct": 31.0,
        "fp-row-count": 41,
        "core_area_mm2": 0.0127,
        "chip_area_mm2": 0.0136,
        "die_w_um": 116,
    },
    "power_and_ir_drop": {
        "p_per_area_mw_per_mm2": 138,
        "leakage_uw": 0.00145,
        "power_uw": 613,
        "irDropWorstVdd_uv": 234,
    },
    "clock_tree": {
        "cts_setup_buffers": 0,
        "post_cts_resized": 0,
        "clkLatencyLatePin_ns": 0.27,
        "cts_inserted_buffers": 5,
        "ctsHoldBuffers": 0,
        "cts_buffer_depth": 2,
        "tritoncts": "built",
        "clk_pin_slew_ns": 0.05,
        "cts_root_buffer": "clkbuf_16",
        "htreeDepth": 2,
    },
    "placed_design": {
        "portBuffers": 17,
        "gp_congestion": 0.833,
        "hpwl_mm": 4.72,
        "pre_cts_ws_ns": 2.56,
    },
    "worst_setup_path": {
        "crit_arrival_ns": 1.54,
        "crit_type": "reg -> out",
        "cp.required_ns": 4.00,
        "cp-end-kind": "output pin",
        "worstPathMaxFanout": 49,
        "start_kind": "register",
    },
    "global_routing": {
        "grt_busiest_layer": "met1",
        "grt_use_total_pct": 11.2,
        "grt_max_degree": 50,
        "grt_use_met1_pct": 18.3,
        "use_met3_pct": 1.85,
        "grt_antenna_before_repair": 0,
        "grt_pass1_wl_mm": 12.0,
        "grt_pass1_vias": 2560,
        "overflow": 0,
        "grt_util_met2_pct": 16.7,
    },
    "run": {
        "warnings": 25,
        "maxCapViolCount": 0,
    },
    "hold_path": {
        "min_path_type": "reg -> reg",
    },
}
==> synthesized netlist by cell type (2+ instances only) <==
cell type   n
and4_4      2
buf_4       2
or3_1       5
xor2_1     27
nor4_1     17
nand4_1    12
nor2_1     63
nand2_1    17
nor2b_1     5
nor4b_1     2
and2_1     17
mux4_2      3
o21ai_0     7
and4_1     12
a21oi_1     7
and3_1      9
clkbuf_1   12
and3_2      4
dfxtp_1    35
xnor2_1    26
nand3_1    19
nor3_1      8
inv_1       4
edfxtp_1   45
ha_1        2
==> cells by family (layout without fill, tap and decap cells) <==
| group | count (synthesis) | after routing | synth area share [%] |
|---|---|---|---|
| flip-flops | 80 | 80 | 52.2 |
| AND/OR/NAND/NOR | 202 | 202 | 27.9 |
| multiplexers | 4 | 4 | 1.97 |
| XOR/XNOR | 53 | 53 | 11.8 |
| adder cells (fa/ha/maj) | 2 | 2 | 0.637 |
| buffers and inverters | 20 | 33 | 2.29 |
| AND-OR/OR-AND | 20 | 20 | 3.15 |
==> final cells by class <==
type	instances	area [um2]	share of cell area, %
Clock buffer	7	153	3.45
Clock inverter	1	5.00	0.113
Inverter	4	15.0	0.339
Multi-Input combinational cell	281	1790	40.4
Sequential cell	80	2050	46.3
Tap cell	172	215	4.86
Timing Repair Buffer	21	200	4.52
==> final timing paths <==
check / from / endpoint / slack (ns) / cells after the start
max: sclk / sclk / 2.46 / 2
min: countc[0] / countc[0] / 0.46 / 1
max reg2reg: countc[4] / countc[2] / 3.18 / 5
min reg2reg: countc[0] / countc[0] / 0.46 / 1
==> metrics by stage <==
step | util (%) | cells | hold slack [ns] | cell area, um2
4_1_cts | 35.0 | 566 | 0.466 | 4430
3_5_place_dp | 33.7 | 558 | 0.455 | 4270
5_1_grt | 35.0 | 566 | 0.500 | 4430
2_1_floorplan | - | 381 | 0.426 | 3930
6_report | 35.0 | 566 | 0.458 | 4430
3_3_place_gp | 33.7 | 558 | 0.436 | 4270
==> metal layers <==
layer	vias up	wire [um]
met1	1321	3640
met5	-	0
met2	54	3010
li1	1385	-
met4	0	68
met3	7	251
==> where the power goes <==
group	switching [uW]	leakage [uW]	internal, uW
Sequential	2.00	0.000708	270
Combinational	13.1	0.000664	15.1
Clock	103	0.0000799	210
==> layout by cell type, fill, tap and decap left out, types with 2 or more instances in the layout <==
master           count
inv_1                4
and3_2               4
edfxtp_1            45
clkbuf_8             2
nor2_1              63
nor3_1               8
clkdlybuf4s50_1     17
and3_1               9
nand3_1             19
and4_1              12
o21ai_0              7
or3_1                5
nor4b_1              2
nor2b_1              4
nand4_1             12
dfxtp_1             35
and2_1              17
and4_4               2
a21oi_1              7
xnor2_1             26
clkbuf_16            5
mux4_2               3
buf_4                4
nand2_1             17
ha_1                 2
nor4_1              17
xor2_1              27
==> state kept, by name, summed over array words and instances, names as in the netlist <==
signal  cells
mosi        1
temp       12
count      32
sclk        1
cs          1
countc     32
state       1
==> worst max-delay path, cell delays in order (launching register included) <==
cell,delay [ns]
dfxtp_1,0.30
buf_4,0.38
clkdlybuf4s50_1,0.56
No activity file was given, so power comes from the tool's default toggle rates.
